File: flow/design.v
module aciacycle (
    input   wire                sysClk,      
    input   wire                nReset,       
    input   wire                nAS,         
    input   wire                addr31,      
    input   wire  [1:0]         cpuFC,       
    input   logic [2:0]         addrSel,     
    output  logic [1:0]         nDsack,      
    output  wire                aciaClk,     
    output  wire                nAciaCE      
);
logic [4:0] clockDiv;
reg aciaClkInternal;
always @(posedge sysClk) begin
    if(clockDiv >= 24) begin
        clockDiv <= 0;
        aciaClkInternal <= 0;
    end else if(clockDiv == 12) begin
        clockDiv <= clockDiv + 5'h1;
        aciaClkInternal <= 1;
    end else begin
        clockDiv <= clockDiv + 5'h1;
        aciaClkInternal <= aciaClkInternal;
    end
end
assign aciaClk = aciaClkInternal;
parameter
    S0  =   0,   
    S1  =   1,   
    S2  =   2,   
    S3  =   3,   
    S4  =   4,   
    S5  =   5;   
logic [2:0] timingState;
wire nDsackInternal, nAciaCeInternal;
always @(posedge sysClk or posedge nAS) begin
    if(nAS) begin
        timingState <= S0;
        nDsackInternal <= 1;
        nAciaCeInternal <= 1;
    end else begin
        case (timingState)
            S0 : begin
                if(!nAS && addr31 
                        && (cpuFC[1] ^ cpuFC[0]) 
                        && addrSel == 1) timingState <= S2;
                else timingState <= S0;
                nDsackInternal <= 1;
                nAciaCeInternal <= 1;
            end
            S2 : begin
                if(clockDiv == 8) timingState <= S3;
                else timingState <= S2;
                nDsackInternal <= 1;
                nAciaCeInternal <= 1;
            end
            S3 : begin
                if(clockDiv == 24) timingState <= S4;
                else timingState <= S3;
                nDsackInternal <= 1;
                nAciaCeInternal <= 0;
            end
            S4 : begin
                timingState <= S5;
                nDsackInternal <= 0;
                nAciaCeInternal <= 0;
            end
            S5 : begin
                if(nAS) timingState <= S0;
                else timingState <= S5;
                nDsackInternal <= 0;
                nAciaCeInternal <= 1;
            end
            default : begin
                timingState <= S0;
                nDsackInternal <= nDsackInternal;
                nAciaCeInternal <= nAciaCeInternal;
            end
        endcase
    end
end
assign nAciaCE = nAciaCeInternal;
assign nDsack[0] = nDsackInternal;
assign nDsack[1] = 1;
endmodule
module buserror (
    input   wire                sysClk,      
    input   wire                nReset,       
    input   wire                nAS,         
    input   logic [1:0]         nDsack,      
    input   wire                nSterm,      
    input   wire                nAvec,       
    output  wire                nBerr        
);
logic [5:0] cycleCount;
reg nBERRinternal;
assign nBerr = nBERRinternal;
always @(posedge sysClk or negedge nReset) begin
    if(!nReset) begin
        cycleCount <= 0;
        nBERRinternal <= 1;
    end else if(nAS) begin
        cycleCount <= 0;
        nBERRinternal <= 1;
    end else if(cycleCount == 6'h3F &&
            nDsack[1] && nDsack[0] &&
            nSterm && nAvec) begin
        cycleCount <= cycleCount;
        nBERRinternal <= 0;
    end else begin
        cycleCount <= cycleCount + 6'h1;
        nBERRinternal <= 1;
    end
end
endmodule
module wrap030 (
    input   wire                nReset,      
    input   wire                nAS,         
    input   wire                nDS,         
    input   wire                sysClk,      
    input   wire                RnW,         
    input   wire                addr31,      
    input   wire [1:0]          cpuFC,       
    input   wire [1:0]          addrSiz,     
    input   wire [1:0]          siz,         
    input   wire [2:0]          addrSel,     
    inout   wire                znAvec,      
    inout   wire                znSTERM,     
    inout   wire                znCiin,      
    inout   wire                znBerr,      
    inout   wire [1:0]          znDsack,     
    output  wire                nRomCE,      
    output  wire                cpuClk,      
    output  wire                nAciaCE,     
    output  wire                aciaClk,     
    output  wire                nMemRd,      
    output  wire                nMemWr,      
    output  wire [3:0]          nRamCE       
);
wire [1:0]  nIntDsack;
wire        nIntBerr;
wire        nIntAvec;
assign nIntDsack[0] = nMemDsack[0] & nAciaDsack[0];
assign nIntDsack[1] = nMemDsack[1] & nAciaDsack[1];
assign nIntBerr     = nMemBerr & nErrBerr;
assign cpuClk = sysClk;
always_comb begin
    if(!nIntDsack[0]) znDsack[0] <= 0;
    else znDsack[0] <= 1'bZ;
    if(!nIntDsack[1]) znDsack[1] <= 0;
    else znDsack[1] <= 1'bZ;
    if(!nIntBerr) znBerr <= 0;
    else znBerr <= 1'bZ;
    znSTERM <= 1'bZ;
    if(!nAS && (cpuFC[0] ^ cpuFC[1]) && addr31) znCiin <= 0;
    else znCiin <= 1'bZ;
    if(!nIntAvec) znAvec <= 0;
    else znAvec <= 1'bZ;
end
wire [1:0]  nMemDsack;
wire        nMemSterm,
            nMemBerr;
memcycle mainmem(
    .sysClk(sysClk),
    .nReset(nReset),
    .nAS(nAS),
    .addr31(addr31),
    .RnW(RnW),
    .addrSel(addrSel),
    .addrSiz(addrSiz),
    .siz(siz),
    .cpuFC(cpuFC),
    .nRomCE(nRomCE),
    .nDsack(nMemDsack),
    .nSterm(nMemSterm),
    .nMemRd(nMemRd),
    .nMemWr(nMemWr),
    .nRamCE(nRamCE),
    .nBerr(nMemBerr),
    .nAvec(nIntAvec)
);
wire [1:0]  nAciaDsack;
wire        nAciaAciaCE;
assign nAciaCE = nAciaAciaCE;
aciacycle maincom (
    .sysClk(sysClk),
    .nReset(nReset),
    .nAS(nAS),
    .addr31(addr31),
    .cpuFC(cpuFC),
    .addrSel(addrSel),
    .nDsack(nAciaDsack),
    .aciaClk(aciaClk),
    .nAciaCE(nAciaAciaCE)
);
wire        nErrBerr,
            nErrSterm;
assign nErrSterm = znSTERM;
buserror mainberr (
    .sysClk(sysClk),
    .nReset(nReset),
    .nAS(nAS),
    .nDsack(znDsack),
    .nSterm(nErrSterm),
    .nAvec(znAvec),
    .nBerr(nErrBerr)
);
endmodule
module memcycle (
    input   wire                sysClk,      
    input   wire                nReset,      
    input   wire                nAS,         
    input   wire                addr31,      
    input   wire                RnW,         
    input   logic [2:0]         addrSel,     
    input   logic [1:0]         addrSiz,     
    input   logic [1:0]         siz,         
    input   wire  [1:0]         cpuFC,       
    output  wire                nRomCE,      
    output  logic [1:0]         nDsack,      
    output  wire                nSterm,      
    output  wire                nMemRd,      
    output  wire                nMemWr,      
    output  logic [3:0]         nRamCE,      
    output  wire                nBerr,       
    output  wire                nAvec        
);
parameter 
    sIDLE   =    0,  
    sAACTV  =    1,  
    sAWAT1  =    2,  
    sAWAT2  =    3,  
    sAWAT3  =    4,  
    sATERM  =    5,  
    sBERR   =    6,  
    sMODE   =    7,  
    sAVEC   =    8,  
    sEND    =    9;  
logic [4:0] timingState;
reg nRomCEinternal,
    nMemRDinternal,
    nMemWRinternal,
    nDSACKinternal,
    nBERRinternal,
    nAVECinternal,
    memOverlay;      
wire    romSel;
wire    berrSel;
wire    modeSel;
assign nRomCE = nRomCEinternal;
assign nMemRd = nMemRDinternal;
assign nMemWr = nMemWRinternal;
assign nSterm = 1;
assign nBerr = nBERRinternal;
assign nAvec = nAVECinternal;
assign nDsack[1] = 1;
assign nDsack[0] = nDSACKinternal;
assign nRamCE = 4'hF;
always_comb begin
    if(!nAS && (cpuFC[0] ^ cpuFC[1])) begin
        if(!memOverlay && RnW && !addr31 && addrSel == 0) begin
            romSel <= 1;
        end else if(addr31 & addrSel == 0) begin
            romSel <= 1;
        end else begin
            romSel <= 0;
        end
    end else begin
        romSel <= 0;
    end
end
always_comb begin
    if(!nAS && addr31 && addrSel == 3 && !RnW && (cpuFC[0] ^ cpuFC[1])) begin
        modeSel = 1;
    end else begin
        modeSel = 0;
    end
end
always @(posedge sysClk or posedge nAS or negedge nReset) begin
    if(!nReset) begin
        memOverlay <= 0;             
    end else if(nAS) begin
        timingState <= sIDLE;
        nRomCEinternal <= 1;
        nMemRDinternal <= 1;
        nMemWRinternal <= 1;
        nDSACKinternal <= 1;
        nBERRinternal <= 1;
        nAVECinternal <= 1;
    end else begin
        case(timingState)
            sIDLE : begin
                if(cpuFC == 3 && addrSel == 7) timingState <= sAVEC;
                else if(romSel) timingState <= sAACTV;
                else if(modeSel) timingState <= sMODE;
                else timingState <= sIDLE;
                nRomCEinternal <= 1;
                nMemRDinternal <= 1;
                nMemWRinternal <= 1;
                nDSACKinternal <= 1;
                nBERRinternal <= 1;
                nAVECinternal <= 1;
            end
            sAACTV: begin
                timingState <= sAWAT1;
                nRomCEinternal <= 0;
                nMemRDinternal <= ~RnW;
                nMemWRinternal <= RnW;
                nDSACKinternal <= 1;
                nBERRinternal <= 1;
                nAVECinternal <= 1;
            end
            sAWAT1: begin
                timingState <= sAWAT2;
                nRomCEinternal <= 0;
                nMemRDinternal <= nMemRDinternal;
                nMemWRinternal <= nMemWRinternal;
                nDSACKinternal <= 1;
                nBERRinternal <= 1;
                nAVECinternal <= 1;
            end
            sAWAT2: begin
                timingState <= sAWAT3;
                nRomCEinternal <= 0;
                nMemRDinternal <= nMemRDinternal;
                nMemWRinternal <= nMemWRinternal;
                nDSACKinternal <= 1;
                nBERRinternal <= 1;
                nAVECinternal <= 1;
            end
            sAWAT3: begin
                timingState <= sATERM;
                nRomCEinternal <= 0;
                nMemRDinternal <= nMemRDinternal;
                nMemWRinternal <= nMemWRinternal;
                nDSACKinternal <= 1;
                nBERRinternal <= 1;
                nAVECinternal <= 1;
            end
            sATERM: begin
                timingState <= sEND;
                nRomCEinternal <= 0;
                nMemRDinternal <= nMemRDinternal;
                nMemWRinternal <= nMemWRinternal;
                nDSACKinternal <= 0;
                nBERRinternal <= 1;
                nAVECinternal <= 1;
            end
            sBERR : begin
                timingState <= sEND;
                nRomCEinternal <= 1;
                nMemRDinternal <= 1;
                nMemWRinternal <= 1;
                nDSACKinternal <= 1;
                nBERRinternal <= 0;
                nAVECinternal <= 1;
            end
            sMODE : begin
                timingState <= sEND;
                nRomCEinternal <= 1;
                nMemRDinternal <= 1;
                nMemWRinternal <= 1;
                nDSACKinternal <= 0;
                nBERRinternal <= 1;
                memOverlay <= ~memOverlay;
                nAVECinternal <= 1;
            end
            sAVEC : begin
                timingState <= sEND;
                nRomCEinternal <= 1;
                nMemRDinternal <= 1;
                nMemWRinternal <= 1;
                nDSACKinternal <= 1;
                nBERRinternal <= 1;
                nAVECinternal <= 0;
            end
            sEND  : begin
                if(nAS) timingState <= sIDLE;
                else timingState <= sEND;
                nRomCEinternal <= nRomCEinternal;
                nMemRDinternal <= nMemRDinternal;
                nMemWRinternal <= 1;     
                nDSACKinternal <= nDSACKinternal;
                nBERRinternal <= nBERRinternal;
                nAVECinternal <= nAVECinternal;
            end
            default: begin
                timingState <= sIDLE;
                nRomCEinternal <= nRomCEinternal;
                nMemRDinternal <= nMemRDinternal;
                nMemWRinternal <= nMemWRinternal;
                nDSACKinternal <= nDSACKinternal;
                nBERRinternal <= nBERRinternal;
                nAVECinternal <= nAVECinternal;
            end
        endcase
    end
end
endmodule
File: flow/run.sh
#!/bin/bash
# OpenROAD 26Q1-2900-gdf79404cd8, Yosys 0.63+post, stock flow scripts
make -C /OpenROAD-flow-scripts/flow DESIGN_CONFIG=/design/flow/config.mk WORK_HOME=/design/flow/orfs finish
File: flow/config.mk
export PLATFORM = sky130hd
export DESIGN_NAME = wrap030
export DESIGN_NICKNAME = wrap030
export VERILOG_FILES = /design/flow/design.v
export SDC_FILE = /design/flow/constraint.sdc
export NUM_CORES = 4
export LEC_CHECK = 1
export CORE_UTILIZATION = 30
File: flow/constraint.sdc
current_design wrap030

set clk_period 1.1
set clk_io_pct 0.2

create_clock -name clk0 -period $clk_period [get_ports {sysClk}]

set non_clock_inputs [all_inputs -no_clocks]
set_input_delay [expr $clk_period * $clk_io_pct] -clock clk0 $non_clock_inputs
set_output_delay [expr $clk_period * $clk_io_pct] -clock clk0 [all_outputs]
==> flow_summary.toml <==
# generated from flow reports
[floorplan]
chip_area_um2 = 4381
io_pins = 31
coreArea_um2 = 3799
rows = 22
dieWidth_um = 66.19
die_h_um = 66.19
fp-utilization = 0.3254

[final_timing]
period_minus_slack_ps = 1413
finalSetupViolCount = 12
slew_violations = 0
tightest_slew_ps = 667.2
finalClockPeriodUsage = 1.284
timing.hold.ws_ps = 359.3
fin_skew_ps = 2.558
fin_ws_ps = -312.9
finalHoldViolCount = 0
fmax_ghz = 0.7078
rsz0062_at_grt = "yes"
slew-limit-headroom = 0.5536

[worst_setup_path]
path_cells = "or4b_4 > o21ai_2 > a2bb2oi_2 > o31ai_1"
crit_arrival_ps = 1660
crit_type = "reg2reg"
crit_path_start = "mainmem.timingState[3]"
worst-endpoint-required_ps = 1350
critical-path-slowest-cell = "dfbbp_1"
critPathBufInv = 0
crit_family = "flip-flops"
cp-start-kind = "register"
path_max_fanout = 3
r2r_start = "mainmem.timingState[3]"
critPathCaptureType = "register"
max_stage_delay_ps = 570

[global_routing]
first_global_vias = 922
grt_max_degree = 12
grt_overflow = 0
grt_usage = 0.1244
grt_first_pass_wirelength_um = 4077
antenna_found_initial = 0

[flow_run]
maxCapViolations = 0
log.warning_count = 38

[synth]
top_area_cell = "dfbbp_1"
synthDominantCellAreaShare = 0.2368
async_reset_ff_frac = 0.7143
synth.avg_cell_area_um2 = 9.365
edf_count = 0
synth.most_common_cell = "nand2_1"
top_cells_by_count = "17 x nand2_1, 16 x a21oi_1, 11 x buf_4"
ys_seq_elements = 21
synthTopCellsByArea = "dfbbp_1 24%, dfxtp_1 9.7%, dfrtp_1 8.1%"
postSynthCellCount = 132
ff_type = "dfbbp_1"
yosys_area_um2 = 1236
ys_seq_frac = 0.4575
synth_area_um2 = 1236
synth_stat.cells = 132
yosysUniqueCellTypes = 39
yosys_warnings = 65

[power_and_ir_drop]
p_leak_uw = 0.0007540
seqPwrFrac = 0.480
switchingPower_uw = 402.6
clkPwrFrac = 0.379
cellInternalPower_uw = 1463
p_per_area_nw_per_um2 = 1093
finalPower_uw = 1865
swShare = 0.2158
comb_power_share = 0.142
ir_drop_uv = 741.4

[run_status]
status = "finished, violations left"
violations = "negative setup slack"

[placement]
gp_congestion = 0.8789
dp_worst_setup_slack_ps = -731.1
hpwlAfterDp_um = 1896
dp.cells = 215
io_buffer_count = 15

[clock_network]
hold_buffers = 0
worstSkewPairLatency_ps = 360
cts_tree = "done"
clkTransAtPathRegs_ps = 70

[final_layout]
fillers = 347
drive_gt1_frac = 0.3410
areaGrowthSynthToFinish_pct = 38.06
layoutNonFillerInstCount = 221

[drt]
dr.pass1.iters = 4
wl_um = 2513
drc = 0
antennaDiodeCount = 0
routed-via-count = 1033
post_drt_wl_per_cell_um = 11.37
drtIter0Drc = 62
vias_per_cell = 4.674
ant_nets = 0

[min_path]
min_path_type = "in2async"
## sequential cells by signal (all words and copies together), names as in the netlist
| signal | flops |
|---|---|
| maincom.aciaClkInternal | 1 |
| maincom.clockDiv | 5 |
| maincom.nAciaCeInternal | 1 |
| maincom.timingState | 5 |
| mainmem.memOverlay | 1 |
| mainmem.nMemRDinternal | 1 |
| mainmem.nMemWRinternal | 1 |
| mainmem.nRomCEinternal | 1 |
| mainmem.timingState | 5 |
## timing repair
| action | in CTS | in global routing |
|---|---|---|
| setup buffers | 0 | 0 |
| gates resized | 21 | 14 |
| cloned | 0 | 0 |
| setup endpoints to repair | 16 | 17 |
| pin swaps | 2 | 5 |
## final cells by class
type | count | area [um^2] | area share
tap | 48 | 60.06 | 0.03519
inverter | 8 | 30.03 | 0.01760
multi-input combinational | 96 | 648.1 | 0.3798
sequential | 21 | 568.0 | 0.3328
clock buffer | 7 | 81.33 | 0.04765
timing repair buffer | 41 | 319.1 | 0.1869
## final timing paths
kind                                                to  slack [ps]  cells after the start
worst max-delay path            mainmem.timingState[3]        -310                      4
worst min-delay path            maincom.timingState[2]         360                      4
worst max register to register  mainmem.timingState[3]        -310                      4
worst min register to register  mainmem.timingState[4]         380                      1
max in group asynchronous       mainmem.timingState[0]         170                      5
min in group clk0               maincom.timingState[3]         460                      1
## placed cells by master, fill, tap and decap left out, types with 2 or more instances in the layout
| cell type | n |
|---|---|
| and3_1 | 2 |
| mux2i_1 | 2 |
| o21ai_1 | 2 |
| dfxtp_1 | 4 |
| nand3b_1 | 2 |
| dfrtp_1 | 4 |
| o21ai_0 | 2 |
| clkdlybuf4s50_1 | 7 |
| nand3_1 | 3 |
| nand2_1 | 16 |
| dlygate4sd2_1 | 3 |
| or2_2 | 3 |
| o211ai_1 | 2 |
| buf_2 | 4 |
| dfbbp_1 | 9 |
| nand2b_1 | 4 |
| buf_4 | 26 |
| conb_1 | 11 |
| dfstp_2 | 2 |
| dfxtp_2 | 2 |
| clkbuf_8 | 5 |
| nand4_1 | 2 |
| a21oi_2 | 2 |
| inv_1 | 8 |
| ha_4 | 2 |
| nor2_1 | 5 |
| a21oi_1 | 14 |
## cells by family after synthesis
group	synth area share
compound gates	0.1650
xor+xnor	0.007086
fa+ha+maj	0.03037
buf+inv	0.1123
flops	0.4575
mux	0.02530
other cells	0.006075
simple gates	0.1963
## routing by layer
metal / global-route usage / vias to the layer above / share of wire
met5: 0 / - / 0
met4: 0.005319 / 0 / 0.0060
met3: 0.03497 / 2 / 0.048
met2: 0.1901 / 22 / 0.45
met1: 0.1906 / 487 / 0.49
li1: - / 522 / -
## power groups by stage
stage     clock (uW)  sequential, uW  combinational (uW)
6_report         707             895                 264
5_1_grt          757             904                 296
4_1_cts          726             894                 262
## worst register-to-register path: cells and delay by family (launching register included)
family	cells	cell delay (ps)
AND-OR/OR-AND	3	260
flip-flops	1	570
AND/OR/NAND/NOR	1	470
## stage by stage
step | TNS [ps] | cell area [um^2] | util
after floorplan | -1265 | 1291 | -
after global placement | -5731 | 1594 | 0.4196
after detailed placement | -6030 | 1594 | 0.4196
after CTS | -2147 | 1655 | 0.4358
after global routing | -2895 | 1707 | 0.4493
final | -2156 | 1707 | 0.4493
Power is estimated from default activity; no workload was simulated.
