## flow/config.mk

```make
export PLATFORM = sky130hd
export DESIGN_NAME = mezGlue
export DESIGN_NICKNAME = mezGlue
export VERILOG_FILES = /design/flow/design.v
export SDC_FILE = /design/flow/constraint.sdc
export NUM_CORES = 4
export LEC_CHECK = 1
export CORE_AREA = 10 10 70 70
export DIE_AREA = 0 0 80 80
```

## flow/constraint.sdc

```tcl
current_design mezGlue

set clk_period 2.3
set clk_io_pct 0.2

create_clock -name clk0 -period $clk_period [get_ports {sysClk}]

set non_clock_inputs [all_inputs -no_clocks]
set_input_delay [expr $clk_period * $clk_io_pct] -clock clk0 $non_clock_inputs
set_output_delay [expr $clk_period * $clk_io_pct] -clock clk0 [all_outputs]
```

## flow/design.v

```verilog
module mezGlue (
    input   wire                nReset,      
    input   wire                nAS,         
    input   wire                nDS,         
    input   wire                sysClk,      
    input   wire                fpuClk,      
    input   wire                RnW,         
    input   wire                addr31,      
    input   wire [1:0]          cpuFC,       
    input   wire [1:0]          siz,         
    input   wire [6:0]          addrSel,     
    inout   wire                znBerr,      
    inout   wire [1:0]          znDsack,     
    output  reg                 nIORd,       
    output  reg                 nIOWr,       
    output  reg                 nIdeBufEn,   
    input   wire                nIdeIO16,    
    output  reg                 nIdeCS3,     
    output  reg                 nIdeCS1,     
    input   wire                nIdeCE,      
    output  wire                nFpuCE,      
    input   wire                nFpuSense    
);
always @(posedge sysClk or posedge nAS) begin
    if(nAS) nFpuCE <= 1;
    else if(cpuFC == 2'b11 && addrSel == 7'b0010001 && !nAS) nFpuCE <= 0;
    else nFpuCE <= 1;
end
reg fpuBerr;
always @(posedge sysClk or negedge nReset) begin
    if(!nReset) begin
        fpuBerr <= 1'b0;
    end else if(cpuFC == 2'b11 && addrSel == 7'b0010001 && !nAS && nFpuSense) begin
        fpuBerr <= 1'b1;
    end else begin
        fpuBerr <= 1'b0;
    end
end
always_comb begin
    if(fpuBerr) znBerr <= 1'b0;
    else znBerr <= 1'bZ;
end
parameter 
    sIDL    =   0,   
    sENA    =   1,   
    sWT1    =   2,   
    sWT2    =   3,   
    sBRW    =   4,   
    sWT3    =   5,   
    sWT4    =   6,   
    sEND    =   7;   
reg [2:0] timingState;
always @(posedge sysClk or posedge nAS) begin
    if(nAS) begin
        timingState <= sIDL;
        nIdeCS1 <= 1;
        nIdeCS3 <= 1;
        nIORd <= 1;
        nIOWr <= 1;
        nIdeBufEn <= 1;
        znDsack <= 2'bZZ;
    end else begin
        case(timingState)
            sIDL: begin
                if(!nIdeCE && addrSel[6:1]==0 && addr31) begin
                    timingState <= sENA;
                    if(addrSel[0]) begin
                        nIdeCS3 <= 0;
                        nIdeCS1 <= 1;
                    end else begin
                        nIdeCS3 <= 1;
                        nIdeCS1 <= 0;
                    end
                    nIORd <= 1;
                    nIOWr <= 1;
                    nIdeBufEn <= 0;
                    znDsack <= 2'bZZ;
                end else begin
                    timingState <= sIDL;
                    nIdeCS1 <= 1;
                    nIdeCS3 <= 1;
                    nIORd <= 1;
                    nIOWr <= 1;
                    nIdeBufEn <= 1;
                    znDsack <= 2'bZZ;
                end
            end
            sENA: begin
                timingState <= sWT1;
            end
            sWT1: begin
                timingState <= sWT2;
            end
            sWT2: begin
                timingState <= sBRW;
                if(RnW) begin
                    nIORd <= 0;
                    nIOWr <= 1;
                end else begin
                    nIORd <= 1;
                    nIOWr <= 0;
                end
            end
            sBRW: begin
                timingState <= sWT3;
            end
            sWT3: begin
                timingState <= sWT4;
            end
            sWT4: begin
                timingState <= sEND;
                znDsack[0] <= 1'bZ;
                znDsack[1] <= 1'b0;
            end
            sEND: begin
                if(nAS) begin
                    timingState <= sIDL;
                    nIdeCS1 <= 1;
                    nIdeCS3 <= 1;
                    nIORd <= 1;
                    nIOWr <= 1;
                    nIdeBufEn <= 1;
                    znDsack <= 2'bZZ;
                end else begin
                    timingState <= sEND;
                end
            end
            default: begin
                timingState <= sIDL;
            end
        endcase
    end
end
endmodule
```

## flow/run.sh

```bash
#!/bin/bash
# OpenROAD 26Q1-2900-gdf79404cd8, Yosys 0.63+post, stock flow scripts
make -C /OpenROAD-flow-scripts/flow DESIGN_CONFIG=/design/flow/config.mk WORK_HOME=/design/flow/orfs finish
```

==> ci_impl_report.md <==
### Yosys + OpenROAD results

| Metric | Value |
|---|---|
| Largest delay contributor family on the critical path | `flip-flops` |
| Kind of launch point of the worst setup path | `register` |
| Starting Density | `0.1678` |
| Outcome | `finished, final reports clean` |
| Critical path buffer and inverter count | `1` |
| # Post-CTS Setup Buffers | `0` |
| Synth-to-layout area growth | `46.51%` |
| I/O pin count | `30` |
| Setup repair after global routing missed its margin | `no` |
| IR drop worst, VDD | `0.0001343 V` |
| #FFs+latches synth | `14` |
| Total setup violations reported at the end of the flow | `0` |
| Arr. time, crit path | `1.29 ns` |
| Post-Route Setup TNS | `0 ns` |
| Overall Global Routing Usage | `0.03963` |
| Gate Count Post-Synth | `46` |
| Number of cell instances after yosys synthesis | `46` |
| Congestion Overflow GR | `0` |
| Required time of the critical path | `1.84 ns` |
| Standard cell core area | `3416 um^2` |
| Worst-path cell with the longest stage delay | `dfstp_2` |
| Number of antenna violations at the first check in global routing | `0` |
| Final min period | `1.752 ns` |
| Antenna Diode Count | `0` |
| FILL cells | `367` |
| Clock-pin transition on the worst setup and hold timing paths | `0.08 ns` |
| Post-Syn Area | `573.1 um^2` |
| IO buf count | `19` |
| Fmax | `570.9 MHz` |
| Horizontal extent of the die | `80 um` |
| Number of hold violations in the final report | `0` |
| Syn_area_per_cell | `12.46 um^2` |
| Proportion of layout cells with a drive suffix above 1 | `0.2464` |
| CTS H-tree depth | `1` |
| Maximum fanout along the worst path | `3` |
| Total power | `422.4 uW` |
| Number of global-route vias before repair | `462` |
| Wirelength per Cell | `10.57 um` |
| CTS resizes | `0` |
| Static power due to leakage | `0.0003503 uW` |
| Root Buffer | `clkbuf_4` |
| Post-DR vias/cell | `3.687` |
| Top cells, area | `dfstp_2 (32%), dfrtp_1 (31%), buf_4 (3.9%)` |
| Delay of the slowest cell on the worst path | `0.56 ns` |
| CTS tree | `built` |
| Sinks on the clock net | `14` |
| Post-CTS Hold Fix Bufs | `0` |
| Yosys warning tally | `18` |
| Number of max-capacitance violations reported | `0` |
| GPL Wtd Cong | `0.7174` |
| Total CTS buffers | `3` |
| Max Slew Vio Count | `0` |
| Total tool warning count | `32` |
| Cell taking the most area after synthesis | `dfstp_2` |
| Largest clock skew in the final design | `0.005042 ns` |
| Final Cycle Share | `0.7616` |
| Via count of the routed design | `424` |
| Unique masters post-synth | `20` |
| Cells traversed along the worst timing path | `clkdlybuf4s50_1` |
| Count of TritonRoute iterations in the first routing pass | `3` |
| # rows | `21` |
| Area share of the largest cell type after synthesis | `0.3210` |
| Full die area | `6400 um^2` |
| Antenna-violating nets left | `0` |
| Max clock buf depth | `2` |
| # DRC | `0` |
| Chip Area, Yosys | `573.0 um^2` |
| Element type at the critical path end | `output port` |
| Post-DP HPWL | `1.015 mm` |
| Min-delay worst type | `reg -> reg` |
| Y dimension of the die | `80 um` |
| Synth Seq Share | `0.6266` |
| Wire length of the first global-routing pass | `2.028 mm` |
| Pin count of the biggest net entering global routing | `16` |
| Routed WL | `1.215 mm` |
| Total power density per cell area | `503.1 nW/um^2` |
| Critical path type | `reg -> out` |
| Clock latency of the later-clocked register in the worst-skew pair | `0.27 ns` |
| Number of DRC markers in iteration 0 | `4` |
-- path summary, 6_finish.rpt --
path,start,endpoint,slack [ns],depth (start not counted)
hold reg to reg,timingState[5],timingState[3],0.35,0
hold / removal,timingState[5],timingState[3],0.35,0
min in group asynchronous,nAS,timingState[3],0.67,3
setup reg to reg,timingState[0],nIdeCS3,1.25,2
setup / recovery,nIOWr,nIOWr,0.55,1
max in group asynchronous,nAS,nFpuCE,1.41,3
-- per-stage QoR --
| stage | instance area [um^2] | hold slack (ns) | setup slack, ns | utilization | cells |
|---|---|---|---|---|---|
| floorplan | 580.6 | 0.3312 | 0.9754 | - | 48 |
| global placement | 813.3 | 0.3357 | 0.4534 | 0.2381 | 111 |
| detailed placement | 813.3 | 0.3365 | 0.4269 | 0.2381 | 111 |
| CTS | 839.6 | 0.3546 | 0.5272 | 0.2458 | 115 |
| global route | 839.6 | 0.3661 | 0.5054 | 0.2458 | 115 |
| finish | 839.6 | 0.3495 | 0.5483 | 0.2458 | 115 |
-- cell type report --
cell class                 count  area, um^2  share of cell area
timing repair buffer          20       197.7              0.2355
sequential                    14       359.1              0.4277
tap                           46       57.56             0.06855
inverter                       4       15.01             0.01788
clock buffer                   4       26.28             0.03130
multi-input combinational     27       183.9              0.2191
-- cell families (layout without fill, tap and decap cells) --
| family | after synthesis | after routing | share of synthesized area |
|---|---|---|---|
| compound gates | 8 | 8 | 0.1266 |
| simple gates | 16 | 16 | 0.1747 |
| flops | 14 | 14 | 0.6266 |
| other cells | 1 | 3 | 0.006544 |
| buf+inv | 7 | 28 | 0.06549 |
-- cells in the final DEF (no fill, tap or decap), types with 2 or more instances in the layout --
cell	synthesis	layout
o221a_2	2	2
dfstp_2	7	7
inv_1	4	4
o32a_1	2	2
clkbuf_4	0	3
conb_1	1	3
nor2_1	2	2
clkdlybuf4s50_1	0	19
a21oi_1	2	2
nand3_1	2	2
dfrtp_1	7	7
nand2b_1	2	2
nand2_1	3	3
nor3_1	2	2
-- registers in the layout (all words and copies together), names as in the netlist --
name / cells
nIdeCS3: 1
nIdeCS1: 1
timingState: 8
nIOWr: 1
nIORd: 1
nIdeBufEn: 1
nFpuCE: 1
-- synth_stat cells --
cell and instances:
a21oi_1 2, a22o_2 1, and3_1 1, buf_4 3, conb_1 1, dfrtp_1 7, dfstp_2 7, inv_1 4
nand2_1 3, nand2b_1 2, nand3_1 2, nand4_1 1, nand4b_2 1, nor2_1 2, nor3_1 2, nor4_2 1
nor4b_1 1, o221a_2 2, o22a_2 1, o32a_1 2
-- layer usage --
metal	vias up	part of all wire	global-route usage
met5	-	0	0
met3	2	0.084	0.01818
met4	0	0.011	0.01056
met2	9	0.49	0.06661
met1	207	0.42	0.04414
li1	206	-	-
-- where the power goes --
| part | leakage (uW) | internal, uW | switching [uW] | total (uW) |
|---|---|---|---|---|
| clock | 0.0000150 | 67.1 | 70.8 | 138 |
| combinational | 0.000164 | 23.4 | 13.6 | 37.1 |
| sequential | 0.000171 | 247 | 0.251 | 247 |
Power and IR drop assume default switching activity.
